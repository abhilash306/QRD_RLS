## flow/design.v

```verilog
`timescale 1ns / 1ps
module delay_4  #(parameter P=21,DATA_LENGTH=8)(
    input clk,
    input [DATA_LENGTH-1:0] din,
    output [DATA_LENGTH-1:0] delayed_signal
    );
    reg [DATA_LENGTH-1:0] Q [0:P];
    genvar i;
    generate for (i=0 ; i < P ; i = i + 1)
    begin
        always @(posedge clk)
        begin
            Q[0] <= din;
            Q[i+1] <= Q[i];
        end 
    end
    endgenerate
    assign delayed_signal = Q[P];
endmodule
```

## flow/run.sh

```bash
#!/bin/bash
# OpenROAD 26Q1-2900-gdf79404cd8, Yosys 0.63+post, stock flow scripts
make -C /OpenROAD-flow-scripts/flow DESIGN_CONFIG=/design/flow/config.mk WORK_HOME=/design/flow/orfs finish
```

## flow/config.mk

```make
export PLATFORM = sky130hd
export DESIGN_NAME = delay_4
export DESIGN_NICKNAME = delay_4
export VERILOG_FILES = /design/flow/design.v
export SDC_FILE = /design/flow/constraint.sdc
export NUM_CORES = 4
export LEC_CHECK = 1
export CORE_UTILIZATION = 30
```

## flow/constraint.sdc

```tcl
current_design delay_4

set clk_period 1.0
set clk_io_pct 0.2

create_clock -name clk0 -period $clk_period [get_ports {clk}]

set non_clock_inputs [all_inputs -no_clocks]
set_input_delay [expr $clk_period * $clk_io_pct] -clock clk0 $non_clock_inputs
set_output_delay [expr $clk_period * $clk_io_pct] -clock clk0 [all_outputs]
```

==> metrics.yaml <==
detailed_routing:
  route.vias.total: 1196
  starting_drt_drc_count: 54
  detail_route.vias_per_cell: 3.259
  detail_route.drc_violations: 0
  postRouteWirelength_mm: 2.463
  drt_first_pass_iters: 3
  postRouteAntennaNets: 0
  drt-wirelength-per-cell_um: 6.711
  num_antenna_cells: 0
die:
  floorplanUtilization_pct: 30.86
  fp.dieW_um: 110.4
  die_area_um2: 12180
  die.size.y_um: 110.4
  floorplan.rows: 39
  pin_count: 17
  fp.coreArea_um2: 11420
power:
  p_per_area_nw_per_um2: 3181
  switching_power_total_uw: 2322
  power.share.switching_pct: 16.43
  power_frac_clock_pct: 46.9
  p_comb_share_pct: 0.3
  vdd.ir_drop.worst_uv: 2055
  p_total_uw: 14130
  internal_power_uw: 11810
  share_seq_of_total_power_pct: 52.8
  leakage_uw: 0.001848
final_timing:
  timing.final.crit_period_ns: 0.9970
  maxSlewHeadroom_pct: 88.44
  hold_fails_final_rpt: 0
  grt_setup_unrepaired: "true"
  report.final.slew_viol_count: 0
  finalClockSkew_ns: 0.007688
  fmax_mhz: 1003
  worst_slack_ns: 0.002976
  finalSetupViolations: 0
  fin_setup_tns_ns: 0
  max_slew.worst_pin.slew_ns: 0.1734
  fin_crit_sh_pct: 99.70
synth:
  post-synth-top-area-fraction_pct: 100.0
  yosysMostFrequentCell: "dfxtp_1"
  combined_area_of_all_synthesized_cells_um2: 3523
  synth.yosys.num_cells: 176
  commonest_register_cell_after_synthesis: "dfxtp_1"
  synth_warnings: 10
  synth.distinct_cells: 1
  async_reset_ff_share_pct: 0
  yosysChipArea_um2: 3523
  synth_area_per_cell_um2: 20.02
  register_bit_count_reported_by_yosys: 176
  commonest_cells_in_the_synthesized_netlist: "176 x dfxtp_1"
  synth_seq_share_pct: 100.0
  number_of_enable_type_register_cells_in_the_synthesized_netlist: 0
  syn-instance-count: 176
  synthDominantAreaCellType: "dfxtp_1"
  synth.top_cells.by_area: "dfxtp_1 100%"
global_routing:
  track_usage_pct: 4.360
  grt_first_pass_wirelength_mm: 3.850
  grt_use_met2_pct: 5.235
  grt-ovfl-total: 0
  busiest_layer: "met1"
  grt_use_met3_pct: 3.475
  global_route.usage.met1_pct: 5.796
  vias_in_the_first_global_route: 945
  grt_start_max_net_pins: 17
  antenna_found_initial: 0
worst_setup_path:
  rr_worst_depth: 0
  path_max_fanout: 1
  critical_path_arrival_ns: 0.80
  critical_path_sink_type: "output port"
  cp_cell_sequence: "buf_2"
  rr_startpoint: "Q[20][3]$_DFF_P_"
  critPathBufInv: 1
  timing.setup.critical_path_class: "register to output port"
  required_ns: 0.80
  max_stage_delay_ns: 0.30
  path_delay_family: "flip-flops"
  worst_r2r_endpoint: "Q[21][3]$_DFF_P_"
  setup.worst_path.start_class: "register"
  setup.reg_to_reg.worst_slack_ns: 0.60
  timing.critical_path.slowest_stage_cell: "dfxtp_2"
flow_run:
  openroad.warnings: 27
  maxCapViolations: 0
placement:
  gp_congestion: 0.6299
  placement.io_buffers: 16
  worst_slack_after_detailed_placement_ns: 0.05940
clocking:
  clock_transition_at_path_regs_ns: 0.06
  clock_tree_from_tritoncts: "built"
  post_cts.repair.setup_buffers: 0
  cts_sinks: 176
  clk-insertion-delay-late_ns: 0.40
  numCtsBuffers: 17
  cts.htree.levels: 4
  clock_tree.root_cell: "clkbuf_16"
  cts.path.max_buffers: 2
finish:
  layout_top_registers: "Q x176"
  comb_cells: 0
  layout_filler_cell_count: 1063
  largest_register_ff_count: 176
  multi_input_comb_area_um2: 0
  layout-drive-gt1-share_pct: 15.63
  area.growth.synth_to_final_pct: 26.10
  largest_register: "Q"
min_path:
  hold_class: "primary input to register"
  hold-path-cell-count: 1
  hold-path-endpoint: "Q[0][0]$_DFF_P_"
  min-delay-start: "din[0]"
status:
  run_status: "finished clean"
-- kinds of logic (layout without fill, tap and decap cells) --
family | Yosys count | in the layout | synth area share (%)
buf+inv | 0 | 48 | 0
flops | 176 | 176 | 100.0
-- worst max-delay path by stage --
stage,from,endpoint,slack [ns],depth (start not counted)
4_1_cts,Q[21][1]$_DFF_P_,delayed_signal[1],-0.01,1
5_1_grt,Q[21][3]$_DFF_P_,delayed_signal[3],-0.05,1
6_report,Q[21][5]$_DFF_P_,delayed_signal[5],0.003,1
-- timing repair --
item,CTS,global route
setup endpoints to repair,8,8
hold buffers,0,0
resized,24,2
pin swaps,0,0
-- cells in the final DEF (no fill, tap or decap) --
| master | Yosys | routed |
|---|---|---|
| bufinv_16 | 0 | 4 |
| clkbuf_1 | 0 | 7 |
| dfxtp_1 | 176 | 174 |
| clkbuf_8 | 0 | 3 |
| clkinv_2 | 0 | 1 |
| buf_2 | 0 | 8 |
| dfxtp_2 | 0 | 2 |
| clkdlybuf4s50_1 | 0 | 8 |
| clkbuf_16 | 0 | 17 |
-- routing by layer --
| metal | routed length (µm) | vias to the layer above |
|---|---|---|
| li1 | - | 615 |
| met1 | 1258 | 549 |
| met2 | 919 | 30 |
| met5 | 0 | - |
| met4 | 22 | 0 |
| met3 | 263 | 2 |
-- through the flow --
step / hold slack, ns / instances / cell area [µm²] / util, %
2_1_floorplan: 0.2277 / 176 / 3523 / -
3_3_place_gp: 0.3108 / 335 / 3862 / 33.83
3_5_place_dp: 0.3121 / 335 / 3862 / 33.83
4_1_cts: 0.2245 / 367 / 4441 / 38.89
5_1_grt: 0.2195 / 367 / 4443 / 38.91
6_report: 0.2383 / 367 / 4443 / 38.91
-- final cells by class --
type / instances / area (µm²) / share of cell area (%)
clock buffer: 27 / 493.0 / 11.10
sequential: 176 / 3526 / 79.36
clock inverter: 5 / 125.1 / 2.816
timing repair buffer: 16 / 120.1 / 2.703
tap: 143 / 178.9 / 4.027
-- power groups by stage --
| stage | sequential (µW) | combinational, µW | clock (µW) |
|---|---|---|---|
| after CTS | 7460 | 41.8 | 6800 |
| after global routing | 7490 | 47.5 | 7100 |
| final | 7460 | 40.8 | 6630 |
No activity file was given, so power comes from the tool's default toggle rates.
