## flow/run.sh

```bash
#!/bin/bash
# OpenROAD 26Q1-2900-gdf79404cd8, Yosys 0.63+post, stock flow scripts
make -C /OpenROAD-flow-scripts/flow DESIGN_CONFIG=/design/flow/config.mk WORK_HOME=/design/flow/orfs finish
```

## flow/config.mk

```make
export PLATFORM = sky130hd
export DESIGN_NAME = delay_6
export DESIGN_NICKNAME = delay_6
export VERILOG_FILES = /design/flow/design.v
export SDC_FILE = /design/flow/constraint.sdc
export NUM_CORES = 4
export LEC_CHECK = 1
export CORE_UTILIZATION = 30
```

## flow/constraint.sdc

```tcl
current_design delay_6

set clk_period 1.0
set clk_io_pct 0.2

create_clock -name clk0 -period $clk_period [get_ports {clk}]

set non_clock_inputs [all_inputs -no_clocks]
set_input_delay [expr $clk_period * $clk_io_pct] -clock clk0 $non_clock_inputs
set_output_delay [expr $clk_period * $clk_io_pct] -clock clk0 [all_outputs]
```

## flow/design.v

```verilog
`timescale 1ns / 1ps
module delay_6 #(parameter P=23,DATA_LENGTH=8)(
    input clk,
    input [DATA_LENGTH-1:0] din,
    output [DATA_LENGTH-1:0] delayed_signal
    );
    reg [DATA_LENGTH-1:0] Q [0:P];
    genvar i;
    generate for (i=0 ; i < P ; i = i + 1)
    begin
        always @(posedge clk)
        begin
            Q[0] <= din;
            Q[i+1] <= Q[i];
        end 
    end
    endgenerate
    assign delayed_signal = Q[P];
endmodule
```

==> flow_metrics.env <==
# flow metrics
export IMPL_outcome="complete, but fails checks"
export IMPL_violations="negative setup slack"
export IMPL_via_per_inst=3.19
export IMPL_rr_worst_depth=0
export IMPL_portBuffers=16
export IMPL_p_leak_nw=1.99
export IMPL_n_antenna_cell=0
export IMPL_slew_viol_final=0
export IMPL_yosysSeqAreaShare_pct=100
export IMPL_cts_tree="built"
export IMPL_synth_top_cell_by_count="dfxtp_1"
export IMPL_grt_max_degree=17
export IMPL_grt_pass1_vias=1082
export IMPL_yosys_stat_area_sq_mm=0.00384
export IMPL_max_slew_margin_pct=88.4
export IMPL_route_met2_wl_microns=984
export IMPL_comb_area_sq_um=0
export IMPL_route_met3_wl_microns=224
export IMPL_rsz0062_at_grt="yes"
export IMPL_drt_initial_drc_count=62
export IMPL_grt_usage_pct=4.44
export IMPL_path_class="register to output port"
export IMPL_route_detailed_drc=0
export IMPL_worstMarginPinSlew_ns=0.175
export IMPL_cts_num_sinks=192
export IMPL_fin_tns_setup_ns=-0.00373
export IMPL_hold_buffers=0
export IMPL_finalSetupViolCount=1
export IMPL_syn_area_per_cell_sq_um=20.0
export IMPL_hold_depth=1
export IMPL_clkLatencyLatePin_ns=0.40
export IMPL_hold_slack_ns=0.233
export IMPL_ys_flops=192
export IMPL_synthCells=192
export IMPL_yosys_top_cells_count="192 x dfxtp_1"
export IMPL_power_density_mw_per_mm2=3120
export IMPL_htreeDepth=4
export IMPL_path_cells="buf_2"
export IMPL_area_leaders="dfxtp_1 100%"
export IMPL_largest_register="Q"
export IMPL_warnings=27
export IMPL_coreArea_sq_mm=0.0123
export IMPL_comb_cells=0
export IMPL_crit_fanout=1
export IMPL_syn2layout_area_growth_pct=25.1
export IMPL_path_depth=1
export IMPL_max_stage_delay_ns=0.31
export IMPL_met1Wirelength_microns=1340
export IMPL_drt_pass1_iterations=2
export IMPL_ys_cells=192
export IMPL_min_path_type="input port to register"
export IMPL_dpl_cell_count=376
export IMPL_cap_viol_max_count=0
export IMPL_place_congestion=0.615
export IMPL_dieArea_sq_mm=0.0133
export IMPL_finalCritPeriodShare_pct=100
export IMPL_die_x_microns=115
export IMPL_antenna_found_initial=0
export IMPL_worstPathArrival_ns=0.80
export IMPL_drive_gt1_share_pct=16.3
export IMPL_crit_family="flip-flops"
export IMPL_critPathSlowestCell="dfxtp_2"
export IMPL_final_antenna_net_count=0
export IMPL_vdd_drop_max_v=0.00156
export IMPL_design_area_sq_mm=0.00481
export IMPL_wl_per_cell_microns=6.36
export IMPL_cts_buffers=17
export IMPL_top_cell_area_share_pct=100
export IMPL_edf_count=0
export IMPL_ys_warn_count=10
export IMPL_async_flop_share_pct=0
export IMPL_crit_buf_inv=1
export IMPL_route_vias_total=1302
export IMPL_ioPinCount=17
export IMPL_max_freq_ghz=0.996
export IMPL_clockBufferDepth=2
export IMPL_end_kind="output port"
export IMPL_clock_skew_ns=0.00713
export IMPL_fp_util_pct=31.3
export IMPL_top_area_cell="dfxtp_1"
export IMPL_grt_pass1_wl_microns=4500
export IMPL_ys_types=1
export IMPL_largest_register_ffs=192
export IMPL_syn_area_sq_mm=0.00384
export IMPL_die_h_microns=115
export IMPL_rows=40
export IMPL_period_needed_ns=1.00
export IMPL_ys_flop_type="dfxtp_1"
export IMPL_top_regs="Q x192"
export IMPL_start_kind="register"
export IMPL_globalRoute_totalOverflow=0
export IMPL_cts_clk_slew_worst_paths_ns=0.06
export IMPL_cts_root_buf="clkbuf_16"
export IMPL_timing_final_ws_setup_ns=-0.00373
export IMPL_finalWirelength_microns=2590
export IMPL_stdcell_count=408
export IMPL_highest_layer="met4"
export IMPL_hold_violations=0
export IMPL_dpl_cell_area_sq_mm=0.00421
export IMPL_cp_required_ns=0.80
## report_power, final
| group | switching, mW | internal, mW | total, mW |
|---|---|---|---|
| Clock | 2.47 | 4.37 | 6.84 |
| Sequential | 0.0726 | 8.06 | 8.13 |
| Combinational | 0.00392 | 0.0368 | 0.0407 |
| Total | 2.54 | 12.5 | 15.0 |
## cell families after synthesis
logic type	count (synthesis)	share of synthesized area [%]
flops	192	100
## routing by layer
metal	up-vias	global-route usage (%)
met2	34	5.58
met4	0	2.08
met3	4	2.68
li1	664	-
met1	600	6.19
met5	-	0
## metrics by stage
step	total power [mW]	util, %	setup WS, ns
floorplan	8.28	-	0.538
global placement	8.35	34.4	0.0725
detailed placement	8.36	34.4	0.0602
CTS	15.2	39.2	-0.0298
global route	15.6	39.2	-0.0452
finish	15.0	39.2	-0.00373
## worst paths after layout
check	start	endpoint	slack [ns]
max	Q[23][5]	delayed_signal[5]	-0.004
min	din[2]	Q[0][2]	0.23
max reg2reg	Q[7][5]	Q[8][5]	0.59
min reg2reg	Q[11][7]	Q[12][7]	0.32
## cells in the final DEF, fill, tap and decap left out
master	synthesis	final
buf_2	0	8
bufinv_16	0	4
clkbuf_1	0	2
clkbuf_16	0	17
clkbuf_8	0	3
clkdlybuf4s50_1	0	8
clkinv_2	0	3
clkinvlp_4	0	3
dfxtp_1	192	191
dfxtp_2	0	1
## layout make-up
class	instances	area, sq um
clock buffer	22	474
clock inverter	10	158
fill	1108	7450
sequential	192	3840
tap	168	210
timing repair buffer	16	120
## timing repair
item | 4_1_cts | 5_1_grt
endpoints found under the setup margin | 8 | 8
buffers inserted | 0 | 0
gates resized | 25 | 0
Power figures rest on the tool's default switching activity, not on a simulated workload.
