==> design.v <==
`timescale 1ns / 1ps
module delay_5 #(parameter P=21,DATA_LENGTH=8)(
    input clk,
    input [DATA_LENGTH-1:0] din,
    output [DATA_LENGTH-1:0] delayed_signal
    );
    reg [DATA_LENGTH-1:0] Q [0:P];
    genvar i;
    generate for (i=0 ; i < P ; i = i + 1)
    begin
        always @(posedge clk)
        begin
            Q[0] <= din;
            Q[i+1] <= Q[i];
        end 
    end
    endgenerate
    assign delayed_signal = Q[P];
endmodule
==> run.sh <==
#!/bin/bash
# OpenROAD 26Q1-2900-gdf79404cd8, Yosys 0.63+post, stock flow scripts
make -C /OpenROAD-flow-scripts/flow DESIGN_CONFIG=/design/flow/config.mk WORK_HOME=/design/flow/orfs finish
==> config.mk <==
export PLATFORM = sky130hd
export DESIGN_NAME = delay_5
export DESIGN_NICKNAME = delay_5
export VERILOG_FILES = /design/flow/design.v
export SDC_FILE = /design/flow/constraint.sdc
export NUM_CORES = 4
export LEC_CHECK = 1
export CORE_UTILIZATION = 40
==> constraint.sdc <==
current_design delay_5

set clk_period 1.0
set clk_io_pct 0.2

create_clock -name clk0 -period $clk_period [get_ports {clk}]

set non_clock_inputs [all_inputs -no_clocks]
set_input_delay [expr $clk_period * $clk_io_pct] -clock clk0 $non_clock_inputs
set_output_delay [expr $clk_period * $clk_io_pct] -clock clk0 [all_outputs]
==> impl_table.tex <==
% Table of physical implementation metrics
\begin{tabular}{lr}
\hline
Metric & Value \\
\hline
\multicolumn{2}{l}{\textbf{Critical path}} \\
Total buffers and inverters traversed by the critical path & 1 \\
CP top delay family & flip-flops \\
Crit. End Element & primary output \\
Data arrival time of the worst path & 890 ps \\
Startpoint of the most critical register-to-register path & Q[8][0] \\
Reg2Reg Setup Slack & 600 ps \\
Critical path type & reg2out \\
Critical-path cell list & buf\_2 \\
Critical path peak fanout & 1 \\
Timing startpoint of the critical path & Q[21][0] \\
Slowest cell on crit path & dfxtp\_2 \\
Required time at the worst-slack endpoint & 800 ps \\
Delay contributed by the slowest stage of the critical path & 310 ps \\
Nature of the critical path startpoint & register \\
\multicolumn{2}{l}{\textbf{Logic synthesis}} \\
Yosys Instances & 176 \\
Top cells by instance count after synthesis & 176 x dfxtp\_1 \\
Synth top area cells & dfxtp\_1 100\% \\
Yosys warning tally & 10 \\
Synth unique cells & 1 \\
Post-Syn Area per Cell & 20.0 um\^{}2 \\
Fraction of synthesized cell area taken by the top area cell type & 100\% \\
Most repeated cell in the gate-level netlist after synthesis & dfxtp\_1 \\
Area leader, netlist & dfxtp\_1 \\
Portion of the post-synthesis area used by sequential elements & 100\% \\
Number of enable-type register cells in the synthesized netlist & 0 \\
Most frequently used flop master after synthesis & dfxtp\_1 \\
Ys flops & 176 \\
Cell count after synthesis & 176 \\
Post-synth area from yosys stat & 3520 um\^{}2 \\
Syn Std Cell Area & 3520 um\^{}2 \\
Async SR Flop Fraction & 0\% \\
\multicolumn{2}{l}{\textbf{Clock network}} \\
Clock tree from TritonCTS & built \\
Total setup buffers inserted after CTS & 0 \\
Buffer cell driving the clock tree root & clkbuf\_8 \\
Max clock buf depth & 2 \\
Number of buffers added to fix hold violations after cts & 0 \\
Clock buffer count from CTS & 17 \\
Clock-pin slew on the worst setup and hold paths & 60 ps \\
Clock Latency Late Sink & 490 ps \\
H-tree levels & 4 \\
Clock sink count & 176 \\
\multicolumn{2}{l}{\textbf{Flow run}} \\
Number of violations of the max-capacitance limit & 0 \\
OpenROAD warning count & 27 \\
\multicolumn{2}{l}{\textbf{Final layout}} \\
Multi-Input Combinational & 0 \\
Share of post-route cells with drive strength above 1 & 17.1\% \\
Biggest registers after layout & Q x176 \\
Number of filler cells placed in the layout & 676 \\
Largest register by flop count & Q \\
Combinational gate area & 0 um\^{}2 \\
Flip-flop count of the largest register after layout & 176 \\
Area growth syn-to-layout & 23.7\% \\
\multicolumn{2}{l}{\textbf{GRT}} \\
Global-route wire length before repair & 4.50 mm \\
Largest net degree at the start of global routing & 17 \\
Vias in the first global route & 1088 \\
Total global-route track usage & 6.66\% \\
GR Overflow Total & 0 \\
Antenna violations before repair & 0 \\
\multicolumn{2}{l}{\textbf{Routing}} \\
Residual DRC & 0 \\
Via/cell ratio & 3.66 \\
Number of antenna repair diodes & 0 \\
Overall via count from detail\_route & 1198 \\
First DRT Iteration DRCs & 12 \\
Final Routed Wirelength & 2.52 mm \\
Number of nets with antenna violations after routing & 0 \\
Average wire per standard cell & 7.70 um \\
First-pass iteration count of the detailed router & 2 \\
\multicolumn{2}{l}{\textbf{STA}} \\
Setup repair after global routing missed its margin & yes \\
Total negative slack & -640 ps \\
Worst Tran Pin Value & 265 ps \\
Final Max-Slew Violation Tally & 0 \\
Peak Freq & 917 MHz \\
Final setup slack of the worst path & -90.3 ps \\
Time the worst path needs with I/O delays and setup & 1090 ps \\
Fin Clk Skew & 6.31 ps \\
Total setup violations reported at the end of the flow & 8 \\
Post-layout period usage & 109\% \\
Number of hold violations in the final report & 0 \\
Relative slew slack & 82.3\% \\
\multicolumn{2}{l}{\textbf{Die}} \\
Overall die width & 95.9 um \\
Die height & 95.9 um \\
Core region area & 8380 um\^{}2 \\
Die Outline Area & 9190 um\^{}2 \\
Count of pins on the block boundary & 17 \\
Row count & 33 \\
FP Util & 42.0\% \\
\multicolumn{2}{l}{\textbf{Run status}} \\
Result of the run & complete, but fails checks \\
Violated checks & negative setup slack \\
\multicolumn{2}{l}{\textbf{Placement}} \\
Last weighted congestion value of the routability-driven placer & 0.636 \\
Port Buf Inserts & 16 \\
Placement-stage worst setup slack & 61.8 ps \\
\multicolumn{2}{l}{\textbf{Hold path}} \\
Hold Path Class & in2reg \\
Start point of the worst hold path & din[1] \\
\multicolumn{2}{l}{\textbf{Power}} \\
Power density cells & 3150 nW/um\^{}2 \\
Peak supply drop & 1.78 mV \\
Static leakage & 1.83 nW \\
\hline
\end{tabular}
-- area by class of cell --
type / count / area, um^2 / share of cell area [%]
sequential: 176 / 3530 / 80.9
clock buffer: 21 / 449 / 10.3
clock inverter: 9 / 133 / 3.04
tap: 105 / 131 / 3.01
timing repair buffer: 16 / 120 / 2.76
-- layout by cell type (no fill, tap or decap) --
cell type / count
clkdlybuf4s50_1: 8
bufinv_16: 3
buf_2: 8
clkinv_4: 1
inv_6: 1
clkbuf_16: 16
dfxtp_2: 2
clkinvlp_4: 2
dfxtp_1: 174
clkbuf_8: 3
clkinv_2: 2
clkbuf_1: 2
-- cell families after synthesis --
group       share of synthesized area (%)
flip-flops                            100
-- power by group --
group | total [mW] | internal, mW | leakage (nW) | switching [mW]
Sequential | 7.46 | 7.39 | 1.49 | 0.0689
Combinational | 0.0405 | 0.0368 | 0.0628 | 0.00369
Clock | 6.25 | 3.91 | 0.280 | 2.34
Total | 13.8 | 11.3 | 1.83 | 2.41
-- timing repair --
action,4_1_cts,5_1_grt
endpoints found under the hold margin,0,0
setup endpoints to repair,8,8
gates resized,24,2
-- worst paths after layout --
check / cells past startpoint / endpoint
hold / removal: 1 / Q[0][1]
setup / recovery: 1 / delayed_signal[0]
hold reg to reg: 0 / Q[16][7]
setup reg to reg: 0 / Q[9][0]
-- routing by layer --
layer | part of all wire (%) | GRT usage, %
met3 | 8.0 | 4.18
met1 | 51 | 9.35
met5 | 0 | 0
met4 | 2.6 | 1.87
met2 | 39 | 8.93
-- per-stage QoR --
step	utilization, %	hold slack, ps	cells	power (mW)	area [um^2]
2_1_floorplan	-	228	176	7.59	3520
3_3_place_gp	45.5	312	297	7.66	3810
3_5_place_dp	45.5	312	297	7.67	3810
4_1_cts	52.0	123	327	13.9	4360
5_1_grt	52.0	114	327	14.3	4360
6_report	52.0	149	327	13.8	4360
No activity file was given, so power comes from the tool's default toggle rates.
